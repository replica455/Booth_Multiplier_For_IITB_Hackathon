[run.sh]
#!/bin/bash
# OpenROAD 26Q1-2900-gdf79404cd8, Yosys 0.63+post, stock flow scripts
make -C /OpenROAD-flow-scripts/flow DESIGN_CONFIG=/design/flow/config.mk WORK_HOME=/design/flow/orfs finish
[config.mk]
export PLATFORM = sky130hd
export DESIGN_NAME = booth_multiplier_top
export DESIGN_NICKNAME = booth_multiplier_top
export VERILOG_FILES = /design/flow/design.v
export SDC_FILE = /design/flow/constraint.sdc
export NUM_CORES = 4
export LEC_CHECK = 1
export CORE_UTILIZATION = 50
[constraint.sdc]
current_design booth_multiplier_top

set clk_period 9.7
set clk_io_pct 0.2

create_clock -name clk0 -period $clk_period [get_ports {clk}]

set non_clock_inputs [all_inputs -no_clocks]
set_input_delay [expr $clk_period * $clk_io_pct] -clock clk0 $non_clock_inputs
set_output_delay [expr $clk_period * $clk_io_pct] -clock clk0 [all_outputs]
[design.v]
module booth_multiplier_top(data_in,clk,start,output_data);
  wire ldA,clrA,sftA,ldQ,clrQ,sftQ,done;
  wire ldM,clrFF,addsub,decr,ldcount;
  input signed [15:0]data_in;
  input start,clk;
  wire qm1,eqz;
    output signed [31:0]output_data;
  wire [4:0] countdata;
  wire signed [15:0] A,M,Q,Z;    
  assign eqz = ~| (countdata);
    assign output_data = {A,Q};
 shiftreg Acc_A(.data_out(A),.ld_data(Z),.s_in(A[15]),.clk(clk),.ld(ldA),.rst(clrA),.sft(sftA));
 shiftreg Mlpr_Q(.data_out(Q),.ld_data(data_in),.s_in(A[0]),.clk(clk),.ld(ldQ),.rst(clrQ),.sft(sftQ));
 dflipflop d_ff(.data_in(Q[0]),.clk(clk),.rst(clrFF),.data_out(qm1));
 PIPO Mlcd_M(.data_out(M),.data_in(data_in),.clk(clk),.ld(ldM));
 ALU  Adsub(.out(Z),.in1(A),.in2(M),.addsub(addsub));			
 bitcounter counter(.countdata(countdata),.decr(decr),.ldcount(ldcount),.clk(clk));
 controller fsm(.ldA(ldA),.clrA(clrA),.sftA(sftA),.ldQ(ldQ),.clrQ(clrQ),.sftQ(sftQ),.ldM(ldM),
	            .clrFF(clrFF),.addsub(addsub),.start(start),.decr(decr),.ldcount(ldcount),
					.done(done),.clk(clk),.q0(Q[0]),.qm1(qm1),.eqz(eqz)); 
 endmodule
module bitcounter(countdata,decr,ldcount,clk);
    input decr,ldcount,clk;
	 output reg [4:0] countdata;
	 always@(posedge clk)
	   begin
	       if(ldcount)
		      countdata <= 16;  
		   else if(decr)
              countdata <= countdata - 1;			
	   end
endmodule
module PIPO(data_out,data_in,clk,ld);
input signed [15:0] data_in;
input clk,ld;
output reg signed [15:0] data_out;
always@(posedge clk)
  begin
      if(ld)
        data_out <= data_in;
   end
endmodule   
module ALU (out,in1,in2,addsub);
  input addsub ;   
  input signed[15:0] in1,in2;
  output reg signed[15:0] out;
  always@(*)
    begin
      if(addsub)
	      out  = in1 + in2;
      else if(!addsub)
	      out  = in1 - in2;
	end
endmodule
module shiftreg(data_out,ld_data,s_in,clk,ld,rst,sft);    
input [15:0] ld_data;
input clk,rst,ld,s_in,sft;
output reg [15:0]data_out;
always@(posedge clk)
 begin
    if(rst)
	    data_out <= 0;
	else if(ld)
        data_out <= ld_data;
    else if(sft)
        data_out <= {s_in,data_out[15:1]};	
 end
 endmodule
 module dflipflop(data_in,clk,rst,data_out);
input data_in,clk,rst;
output reg data_out;
always@(posedge clk)
   begin
        if(rst)
		   data_out <= 0;
		else 
		   data_out <= data_in;
   end
endmodule 
module controller(ldA,clrA,sftA,ldQ,clrQ,sftQ,ldM,clrFF,addsub,start,decr,
                     ldcount,done,clk,q0,qm1,eqz);
    input clk,q0,qm1,start,eqz;
	output  ldA,clrA,sftA,ldQ,clrQ,sftQ,ldM,clrFF,addsub,decr,
                     ldcount,done;
	reg [2:0] state;
    parameter [2:0] S0 = 3'b000,
                    S1 = 3'b001,
					S2 = 3'b010,
					S3 = 3'b011,
					S4 = 3'b100,
					S5 = 3'b101,
					S6 = 3'b110;
	always@(posedge clk)
       begin
	        case(state)
			   S0 :  state <= start?S1:S0;
			   S1 :  state <= S2;
			   S2 :  begin
                     #1
			         if({q0,qm1}==2'b01)
					    state <=  S3;
				     else if({q0,qm1}==2'b10)
					    state <=  S4;
				     else if(({q0,qm1}==2'b00)||({q0,qm1}==2'b11))	
                        state <=  S5;					 
                     end
				S3 :  state <=  S5;
				S4 :  state <=  S5;
				S5 :  begin
                         #1 
				          if(({q0,qm1}==2'b01) && !eqz)
					         state <=  S3;
				          else if(({q0,qm1}==2'b10) && !eqz)
							 state <=  S4;
						  else if(eqz)
						     state <= S6;    
				      end
				S6 :  state <= S6;
				default : state <= S0;
			endcase	
		end	   
    assign ldA     = ((state == S3)||(state == S4))?1:0;
    assign clrA    =  (state == S0)?1:0;
	assign sftA    =  (state == S5)?1:0;
    assign ldQ     =  (state == S2)?1:0;
    assign clrQ    =  (state == S0)?1:0;
	assign sftQ    =  (state == S5)?1:0;
    assign ldM     =  (state == S1)?1:0;
    assign clrFF   =  (state == S0)?1:0;
	assign addsub     =  (state == S3)?1:0;
	assign decr    =  (state == S5)?1:0;
	assign ldcount =  (state == S1)?1:0; 
	assign done    =  (state == S6)?1:0;	
  endmodule
==> qor.yml <==
htree_levels: 3
synth_top_cell_by_area: "dfxtp_1"
grt_pass1_vias: 3028
ctsResizeCount: 0
drtIter0Drc: 165
leakagePower_nw: 1.70
n_fill_cell: 593
edf_count: 19
hold_buffers: 0
outcome: "finished, final reports clean"
finalSetupTns_ns: 0
cts_tree: "done"
grt_max_degree: 59
drc_errors: 0
fp.dieW_um: 87.3
drt-vias-per-instance: 5.86
gp_congestion: 0.870
endpoint_kind: "flop"
cts_root_buf: "clkbuf_8"
finalClockSkew_ns: 0.00918
worstHoldEndpoint: "counter.countdata[1]"
numCtsBuffers: 9
critPathTopFamily: "simple AND/OR/NAND/NOR gates"
wl_mm: 8.86
fin_ws_ns: 6.14
post_cts_buffers: 0
grt_overflow: 0
regToRegEndpoint: "Acc_A.data_out[15]"
core_area_um2: 6910
fp-row-count: 30
rsz0062_at_grt: "false"
slew_viol_final: 0
ys_warn_count: 6
dp_slack_ns: 6.22
cp_num_buf_inv: 0
path_class: "reg2reg"
detail_route.first_pass.iterations: 4
io_buffers: 49
rrSetupSlack_ns: 6.14
hold_depth: 2
dieHeight_um: 87.3
wl_met3_um: 723
max_freq_mhz: 281
ys_chip_area_um2: 3640
r2r_start: "Mlcd_M.data_out[4]"
area_growth_pct: 21.0
fp_util: 0.527
io_pins: 50
lay_top_count: "nand2_1"
tightest_slew_ns: 0.696
power_density_nw_per_um2: 412
post-route-min-period_ns: 3.56
drive_above_1_share: 0.0605
ant_nets: 0
required_ns: 9.92
synthTopCellsByArea: "dfxtp_1 21%, edfxtp_1 16%, a221oi_1 8.4%"
ff_type: "dfxtp_1"
post-route-util: 0.638
hold_ws_ns: 0.479
num_vias: 3273
tool_warnings: 33
synthCells: 420
wl_met2_mm: 3.85
grtUsageTotal: 0.255
lay_top_cells: "66 x nand2_1, 49 x clkdlybuf4s50_1, 38 x dfxtp_1, 35 x a221oi_1"
antenna_found_initial: 0
post-route-period-util: 0.367
synthArstFlopShare: 0
ff2ff_path_depth: 12
peakVddDrop_mv: 0.173
syn-cell-area_um2: 3640
cts.path.max_buffers: 2
hold_start: "counter.countdata[1]"
antenna-diode-count: 0
yosys.cell_types.count: 52
hold_class: "reg2reg"
syn_avg_cell_area_um2: 8.67
critical_path_depth: 12
place_hpwl_mm: 6.07
cts.sinks: 57
grt_pass1_wl_mm: 14.7
drv_cap: 0
arrival_ns: 3.77
setup-violations-final: 0
crit_path_cell_trace: "or4_4, nor4_4, and2_2, a21oi_1, xor2_1, ha_1, and3_1, and2_1, a221oi_1, o21a_1, mux2i_1, mux2_1"
dieArea_um2: 7630
critPathMaxFanout: 5
postSynthSeqShare: 0.366
top_layer: "met4"
wl_met1_mm: 4.17
yosysTopAreaCellShare: 0.209
relSlewSlack: 0.536
worstSkewPairLatency_ns: 0.33
clkTransAtPathRegs_ns: 0.07
hold_violations: 0
cpMaxStageDelayCell: "or4_4"
start_kind: "flop"
totalPowerFinal_w: 0.00182
wl_per_cell_um: 15.9
ys_cells: 420
cpPeakStageDelay_ns: 0.55
ys_ff: 57
-- state kept, by name (all words and copies together), names as in the netlist --
name	flops
Acc_A.data_out	16
Mlpr_Q.data_out	16
d_ff.data_out	1
Mlcd_M.data_out	16
counter.countdata	5
fsm.state	3
-- cell families (layout without fill, tap and decap cells) --
family / after synthesis / after routing / share of synthesized area
AOI/OAI and AO/OA: 140 / 140 / 0.266
xor gates and xnor gates: 25 / 25 / 0.0601
adders and majority gates: 25 / 25 / 0.0880
buffers and inverters: 40 / 83 / 0.0447
DFF: 57 / 57 / 0.366
muxes: 5 / 5 / 0.0141
and+or+nand+nor: 128 / 128 / 0.162
-- worst reg2reg max path, delay by kind of cell (launching register included) --
| family | cells | cell delay [ns] |
|---|---|---|
| flops | 1 | 0.46 |
| xor+xnor | 1 | 0.29 |
| compound gates | 3 | 0.47 |
| mux | 2 | 0.51 |
| fa+ha+maj | 1 | 0.33 |
| simple gates | 5 | 1.37 |
-- power breakdown --
part	switching (W)	internal [W]
registers	0.000112	0.000365
logic	0.000582	0.000506
clock network	0.0000976	0.000152
-- layout make-up --
| cell class | count | area (um2) | share of cell area |
|---|---|---|---|
| clock buffer | 11 | 141 | 0.0321 |
| clock inverter | 5 | 77.6 | 0.0176 |
| inverter | 11 | 41.3 | 0.00937 |
| multi-input combinational | 323 | 2150 | 0.488 |
| sequential | 57 | 1330 | 0.302 |
| tap | 96 | 120 | 0.0273 |
| timing repair buffer | 56 | 543 | 0.123 |
-- cells in the mapped netlist (5+ instances only) --
cell and number:
xor2_1 12, ha_1 24, nor2b_1 5, a31oi_1 16, a21oi_1 25, xnor2_1 13, inv_1 11, a221oi_1 35
dfxtp_1 38, o21ai_0 25, nand2_1 66, nand2b_1 5, clkbuf_1 20, edfxtp_1 19, a21o_1 6, nor3_1 5
nand3_1 5, nor2_1 24, buf_1 5
-- per-stage QoR --
step	cells	area, um2
floorplan	420	3640
global placement	543	4190
detailed placement	543	4190
CTS	559	4410
global route	559	4410
finish	559	4410
-- layer usage --
metal / track usage / up-vias
li1: - / 1659
met4: 0.0596 / 0
met1: 0.390 / 1491
met5: 0 / -
met3: 0.0606 / 12
met2: 0.381 / 111
-- how the worst max path moves through the flow --
stage	from	to	slack [ns]
global route	Mlcd_M.data_out[1]	Acc_A.data_out[15]	5.88
finish	Mlcd_M.data_out[4]	Acc_A.data_out[15]	6.14
CTS	Mlcd_M.data_out[4]	Acc_A.data_out[15]	6.18
Power is estimated from default activity; no workload was simulated.
