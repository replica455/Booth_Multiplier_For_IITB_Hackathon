**/design/flow/run.sh**
```bash
#!/bin/bash
# OpenROAD 26Q1-2900-gdf79404cd8, Yosys 0.63+post, stock flow scripts
make -C /OpenROAD-flow-scripts/flow DESIGN_CONFIG=/design/flow/config.mk WORK_HOME=/design/flow/orfs finish
```
**/design/flow/config.mk**
```make
export PLATFORM = sky130hd
export DESIGN_NAME = Bikas_BoothMul
export DESIGN_NICKNAME = Bikas_BoothMul
export VERILOG_FILES = /design/flow/design.v
export SDC_FILE = /design/flow/constraint.sdc
export NUM_CORES = 4
export LEC_CHECK = 1
export CORE_AREA = 10 10 79 79
export DIE_AREA = 0 0 89 89
```
**/design/flow/constraint.sdc**
```tcl
current_design Bikas_BoothMul

set clk_period 3.2
set clk_io_pct 0.2

create_clock -name clk0 -period $clk_period [get_ports {clk}]

set non_clock_inputs [all_inputs -no_clocks]
set_input_delay [expr $clk_period * $clk_io_pct] -clock clk0 $non_clock_inputs
set_output_delay [expr $clk_period * $clk_io_pct] -clock clk0 [all_outputs]
```
**/design/flow/design.v**
```verilog
module Bikas_BoothMul(clk,rst,start,X,Y,valid,Z);
input clk;
input rst;
input start;
input signed [3:0]X,Y;
output signed [7:0]Z;
output valid;
reg signed [7:0] Z,next_Z,Z_temp;
reg next_state, pres_state;
reg [1:0] temp,next_temp;
reg [1:0] count,next_count;
reg valid, next_valid;
parameter IDLE = 1'b0;
parameter START = 1'b1;
always @ (posedge clk or negedge rst)
begin
if(!rst)
begin
  Z          <= 8'd0;
  valid      <= 1'b0;
  pres_state <= 1'b0;
  temp       <= 2'd0;
  count      <= 2'd0;
end
else
begin
  Z          <= next_Z;
  valid      <= next_valid;
  pres_state <= next_state;
  temp       <= next_temp;
  count      <= next_count;
end
end
always @ (*)
begin 
case(pres_state)
IDLE:
begin
next_count = 2'b0;
next_valid = 1'b0;
if(start)
begin
    next_state = START;
    next_temp  = {X[0],1'b0};
    next_Z     = {4'd0,X};
end
else
begin
    next_state = pres_state;
    next_temp  = 2'd0;
    next_Z     = 8'd0;
end
end
START:
begin
    case(temp)
    2'b10:   Z_temp = {Z[7:4]-Y,Z[3:0]};
    2'b01:   Z_temp = {Z[7:4]+Y,Z[3:0]};
    default: Z_temp = {Z[7:4],Z[3:0]};
    endcase
next_temp  = {X[count+1],X[count]};
next_count = count + 1'b1;
next_Z     = Z_temp >>> 1;
next_valid = (&count) ? 1'b1 : 1'b0; 
next_state = (&count) ? IDLE : pres_state;	
end
endcase
end
endmodule
```
==> run summary <==
From the run reports.

- The flow ran to the end, and the final reports show no timing, DRC or antenna violations.
- Among cell families on the critical path, the largest total delay comes from multiplexers.
- The top achievable clock speed reads 399 MHz.
- The final count of pins violating max slew is 0.
- Listed in order, past its start point the critical path passes clkdlybuf4s50_1 -> inv_1 -> ha_1 -> mux2_2 -> ha_1 -> nand3_1 -> and3b_1 -> mux2i_1 -> mux2i_1.
- The share of post-route cells with drive strength above 1 is 7.53%.
- Per the final timing report, the hold violations number 0.
- The floorplan has 25 rows.
- The script parses the final routing iteration and logs DRC violations as 0.
- The number of top-level design ports is 20.
- Among all stages on the critical path, the maximum delay recorded is 0.52 ns.
- The launching element type of the critical path is an input pin.
- The slack of the critical path reads 0.692 ns.
- Per the OpenROAD power report, leakage power amounts to 0.456 nW.
- The vertical die dimension is 89 um.
- The tool warning count for the run is 25.
- The number of clock sinks is 13.
- The first detailed-routing pass ran for 4 iterations.
- The type of the most critical hold path is reg -> reg.
- The relative max-transition margin is 63.3%.
- The critical path starts at Y[0].
- The area of the core region reads 4660 sq um.
- The average via count per standard cell reads 3.82.
- The Yosys chip area is 739 sq um.
- The clock transition at the registers of the reported paths is 0.05 ns.
- The startpoint of the worst-slack reg-to-reg timing path is temp[1].
- The last weighted congestion value of the routability-driven placer reads 0.846.
- The critical path class reads in -> reg.
- Per the Yosys statistics, synthesis produced 72 cells.
- The number of vias in the routed layout is 562.
- Nets still carrying antenna violations after routing amount to 0.
- The clock tree root buffer cell reads clkbuf_8.
- The number of clock buffers inserted by TritonCTS is 3.
- The portion of the post-synthesis area used by sequential elements reads 44.0%.
- The hold buffer count at CTS reads 0.
- The maximum fanout along the worst path is 4.
- Entering global routing, the biggest net connects 18 pins.
- The first-pass GRT wire length is 2790 um.
- The worst hold slack across all endpoints is 0.487 ns.
- The nature of the critical path endpoint is a flop.
- The minimum setup slack after placement is 0.427 ns.
- The first-iteration detailed-routing DRC count reads 29.
- Overall routing resource usage recorded by global route was 4.39%.
- The mean area per synthesized cell is 10.3 sq um.
- The script computed a power per unit cell area of 863 nW/um^2.
- The shortest clock period the worst path allows after layout is 2.51 ns.
- The die footprint reads 7920 sq um.
- The placed wire-length estimate after detailed placement is 1300 um.
- The number of synthesized register bits reads 13.
- Setup repair after global routing left no endpoint under its margin.
- The clock latency reported for the late side of the worst-skew pair is 0.24 ns.
- The final setup skew is 0.00224 ns.
- The area growth from synthesis to layout is 39.4%.
- For this design, the slowest cell found on the critical path is clkdlybuf4s50_1.
- The number of buffer and inverter instances along the worst setup path reads 2.
- The report lists the number of cells resized after CTS as 0.
- The worst ir drop on vdd reads 0.000469 V.
- The cell area that synthesis handed to floorplanning was 739 sq um.
- The count of input and output buffers is 19.
- The endpoint required time on the critical path reads 3.36 ns.
- The number of buffers on the longest clock path reads 2.
- The horizontal extent of the die reads 89 um.
- The deepest level of the CTS H-tree is 1.
- The total inserted antenna cells reads 0.
- The total negative slack for setup checks is 0 ns.
- The total overflow left after global routing is 0.
- The CTS tree reads built.
- The mean routed wirelength per cell is 10.7 um.
- The slew at the pin closest to its max-slew limit is 0.548 ns.
- The total number of yosys warnings is 1.
- The wire length reported by the detailed router reads 1580 um.
- The initial antenna violation count is 0.
- Synthesis instantiated 25 different standard cells from the library.
- The portion of the clock cycle consumed by the worst path in the final layout is 78.4%.
- The start point of the worst min-delay path reads Z[1].
- The final setup violation count reads 0.
- After clock tree synthesis, the setup repair step added 0 buffers.
- After technology mapping, the gate count stands at 72.
- The effective utilization at floorplan reads 15.9%.
- The signal arrival time at the worst endpoint reads 2.66 ns.
- The number of global-route vias before repair reads 616.
- The total of max-cap violations is 0.
layout by cell type (no fill, tap or decap), types with 3 or more instances in the layout:
cell	Yosys	layout
clkdlybuf4s50_1	0	19
dfrtp_1	13	13
nand2_1	9	9
inv_1	6	6
ha_1	6	6
o21ai_0	4	4
and2_1	4	4
mux2_2	3	3
nor2_1	3	3
a22o_1	3	3
mux2i_1	3	3
clkbuf_8	0	3
layout make-up:
class                           instances  area (sq um)
Clock buffer                            4          45.0
Inverter                                6          22.5
Multi-Input combinational cell         51           380
Fill cell                             484          3630
Sequential cell                        13           325
Timing Repair Buffer                   19           190
Tap cell                               54          67.6
synth_stat cells:
cell type,n,area share (%)
a21oi_1,2,1.4
a22o_1,3,3.6
and2_1,4,3.4
and3b_1,1,1.2
buf_4,1,1.0
clkbuf_1,1,0.51
dfrtp_1,13,44
fa_1,1,2.7
ha_1,6,10
inv_1,6,3.0
mux2_2,3,4.6
mux2i_1,3,4.1
nand2_1,9,4.6
nand2b_1,1,0.85
nand3_1,1,0.68
nor2_1,3,1.5
nor2b_1,2,1.7
nor3_1,1,0.68
o211a_1,1,1.4
o211ai_1,1,1.0
o21ai_0,4,2.7
o22ai_1,1,0.85
or2_2,1,0.85
or4b_1,1,1.4
xor2_1,2,2.4
per-layer routing:
layer	GRT usage [%]	vias to the layer above	wire length, um
li1	-	288	-
met1	5.77	258	749
met2	6.85	16	679
met3	2.02	0	150
met4	0.145	0	0
met5	0	-	0
power breakdown:
group | total (mW) | internal, mW | switching, mW
clock | 0.141 | 0.0876 | 0.0530
combinational | 0.435 | 0.268 | 0.166
sequential | 0.314 | 0.241 | 0.0736
path summary, 6_finish.rpt:
check	end	slack [ns]	depth (start not counted)
setup / recovery	Z[6]	0.69	9
hold / removal	Z[0]	0.49	2
setup reg to reg	Z[6]	1.25	8
hold reg to reg	Z[0]	0.49	2
max in group asynchronous	Z[0]	2.08	1
min in group asynchronous	count[1]	0.76	1
per-stage QoR:
stage	area, sq um	utilization [%]	power (mW)	cells
after floorplan	739	-	0.578	72
after global placement	986	21.2	0.752	143
after detailed placement	986	21.2	0.759	143
after CTS	1030	22.1	0.908	147
after global routing	1030	22.1	0.988	147
final	1030	22.1	0.889	147
kinds of logic after synthesis:
logic type | synth area share (%)
fa+ha+maj | 12.9
xor+xnor | 2.37
flops | 44.0
buf+inv | 4.57
mux | 8.63
simple gates | 16.8
compound gates | 10.8
flip-flops by register name, summed over array words and instances, names as in the netlist:
name	cells
count	2
temp	2
pres_state	1
Z	7
valid	1
worst register-to-register path: stages, from the launching register on:
cell and delay [ns]:
dfrtp_1 0.35, inv_1 0.05, ha_1 0.21, mux2_2 0.37, ha_1 0.27, nand3_1 0.07, and3b_1 0.17, mux2i_1 0.17
mux2i_1 0.21
Power figures rest on the tool's default switching activity, not on a simulated workload.
